$ cat run.sh
#!/bin/bash
# OpenROAD 26Q1-2900-gdf79404cd8, Yosys 0.63+post, stock flow scripts
make -C /OpenROAD-flow-scripts/flow DESIGN_CONFIG=/design/flow/config.mk WORK_HOME=/design/flow/orfs finish
$ cat config.mk
export PLATFORM = sky130hd
export DESIGN_NAME = sdram_controller
export DESIGN_NICKNAME = sdram_controller
export VERILOG_FILES = /design/flow/design.v
export SDC_FILE = /design/flow/constraint.sdc
export NUM_CORES = 4
export LEC_CHECK = 1
export CORE_UTILIZATION = 30
$ cat constraint.sdc
current_design sdram_controller

set clk_period 11.7
set clk_io_pct 0.2

create_clock -name clk0 -period $clk_period [get_ports {clk_i}]

set non_clock_inputs [all_inputs -no_clocks]
set_input_delay [expr $clk_period * $clk_io_pct] -clock clk0 $non_clock_inputs
set_output_delay [expr $clk_period * $clk_io_pct] -clock clk0 [all_outputs]
$ cat design.v
module sdram_controller
  (input clk_i,
   input dram_clk_i,
   input rst_i,
   input dll_locked,
   output [11:0] dram_addr,
   output [1:0] dram_bank,
   output dram_cas_n,
   output dram_cke,
   output dram_clk,
   output dram_cs_n,
   inout [15:0] dram_dq,
   output dram_ldqm,
   output dram_udqm,
   output dram_ras_n,
   output dram_we_n,
   input [21:0] addr_i,
   input [31:0] dat_i,
   output [31:0] dat_o,
   input we_i,
   output ack_o,
   input stb_i,
   input cyc_i
   );
  parameter MODE_REGISTER = 12'b000000110001;
  parameter INIT_IDLE            = 3'b000,
              INIT_WAIT_200us    = 3'b001,
              INIT_INIT_PRE      = 3'b010,
              INIT_WAIT_PRE      = 3'b011,
              INIT_MODE_REG      = 3'b100,
              INIT_WAIT_MODE_REG = 3'b101,
              INIT_DONE_ST       = 3'b110;
  parameter IDLE_ST           = 4'b0000,
              REFRESH_ST      = 4'b0001,
              REFRESH_WAIT_ST = 4'b0010,
              ACT_ST          = 4'b0011,
              WAIT_ACT_ST     = 4'b0100,
              WRITE0_ST       = 4'b0101,
              WRITE1_ST       = 4'b0110,
              WRITE_PRE_ST    = 4'b0111,
              READ0_ST        = 4'b1000,
              READ1_ST        = 4'b1001,
              READ2_ST        = 4'b1010,
              READ3_ST        = 4'b1011,
              READ4_ST        = 4'b1100,
              READ_PRE_ST     = 4'b1101,
              PRE_ST          = 4'b1110,
              WAIT_PRE_ST     = 4'b1111;
  parameter TRC_CNTR_VALUE          = 4'd9,            
              RFSH_INT_CNTR_VALUE   = 24'd2000,        
              TRCD_CNTR_VALUE       = 3'd3,            
              WAIT_200us_CNTR_VALUE = 16'd27000;       
  reg [21:0] address_r;  
  reg [11:0] dram_addr_r;
  reg [1:0]  dram_bank_r;
  reg [15:0] dram_dq_r;  
  reg        dram_cas_n_r;
  reg        dram_ras_n_r;
  reg        dram_we_n_r;
  reg [31:0] dat_o_r;
  reg        ack_o_r;
  reg [31:0] dat_i_r;
  reg        we_i_r;
  reg        stb_i_r;
  reg        oe_r;
  reg [3:0]  current_state;
  reg [3:0]  next_state;
  reg [2:0]  current_init_state;
  reg [2:0]  next_init_state;
  reg        init_done;
  reg [3:0]  init_pre_cntr;
  reg [3:0]  trc_cntr;
  reg [24:0] rfsh_int_cntr;      
  reg [2:0]  trcd_cntr;
  reg [15:0] wait_200us_cntr;
  reg        do_refresh;
  assign dram_addr = dram_addr_r;
  assign dram_bank = dram_bank_r;
  assign dram_cas_n = dram_cas_n_r;
  assign dram_ras_n = dram_ras_n_r;
  assign dram_we_n = dram_we_n_r;
  assign dram_dq = oe_r ? dram_dq_r : 16'bz;
  assign dat_o = dat_o_r;
  assign ack_o = ack_o_r;
  assign dram_cke = 1'b1; 
  assign dram_cs_n = ~dll_locked;   
  assign dram_clk = dram_clk_i;
  assign dram_ldqm = 1'b0;          
  assign dram_udqm = 1'b0;          
  initial begin
    rfsh_int_cntr = 0;
    wait_200us_cntr = 0;
    trc_cntr = 0;
    trcd_cntr = 0;
    init_done = 1'b0;
    init_pre_cntr = 1'b0;
    current_init_state = INIT_IDLE;
    next_init_state = INIT_IDLE;
    current_state = IDLE_ST;
    next_state = IDLE_ST;
    ack_o_r = 1'b0;
    dat_o_r = 32'b0;
    oe_r = 1'b0;
  end
  always@ (posedge clk_i) begin
    if (stb_i_r && current_state == ACT_ST) begin
      stb_i_r <= 1'b0;
    end else if (stb_i && cyc_i) begin
      address_r <= addr_i;
      dat_i_r <= dat_i;
      we_i_r <= we_i;
      stb_i_r <= stb_i;
    end
  end
  always@ (posedge clk_i) begin
    if (rst_i) begin
      wait_200us_cntr <= 0;
    end else if (current_init_state == INIT_IDLE) begin
      wait_200us_cntr <= WAIT_200us_CNTR_VALUE;
    end else begin
      wait_200us_cntr <= wait_200us_cntr - 16'b1;
    end
  end
  always@ (posedge clk_i) begin
    if (rst_i) begin
      rfsh_int_cntr <= 1'b0;    
    end else if (current_state == REFRESH_WAIT_ST) begin
      do_refresh <= 1'b0;
      rfsh_int_cntr <= RFSH_INT_CNTR_VALUE;
    end else if (!rfsh_int_cntr) begin
      do_refresh <= 1'b1;
    end else begin
      rfsh_int_cntr <= rfsh_int_cntr - 24'b1; 
    end
  end
  always@ (posedge clk_i) begin
    if (rst_i) begin
      trc_cntr <= 1'b0;
    end else if (current_state == PRE_ST ||
                 current_state == REFRESH_ST) begin
      trc_cntr <= TRC_CNTR_VALUE;
    end else begin
      trc_cntr <= trc_cntr - 4'b1;
    end
  end
  always@ (posedge clk_i) begin
    if (rst_i) begin
      trcd_cntr <= 1'b0;
    end else if (current_state == ACT_ST ||
                 current_init_state == INIT_INIT_PRE ||
                 current_init_state == INIT_MODE_REG) begin
      trcd_cntr <= TRCD_CNTR_VALUE;
    end else begin
      trcd_cntr <= trcd_cntr - 3'b1;
    end
  end
  always@ (posedge clk_i) begin
    if (rst_i) begin
      init_pre_cntr <= 1'b0;
    end else if (current_init_state == INIT_INIT_PRE) begin
      init_pre_cntr <= init_pre_cntr + 4'b1;
    end
  end
  always@ (posedge clk_i) begin
    if (current_init_state == INIT_DONE_ST)
      init_done <= 1'b1;
  end  
  always@ (posedge clk_i) begin
    if (rst_i) begin
      current_init_state <= INIT_IDLE;
    end else begin      
      current_init_state <= next_init_state;
    end
  end 
  always@ (posedge clk_i) begin
    if (rst_i) begin 
      current_state <= IDLE_ST;
    end else begin
      current_state <= next_state;
    end
  end
  always@ (*) begin
    case (current_init_state)
      INIT_IDLE:
        if (!init_done)                   next_init_state = INIT_WAIT_200us;
        else                              next_init_state = INIT_IDLE;
      INIT_WAIT_200us:
        if (!wait_200us_cntr)             next_init_state = INIT_INIT_PRE;
        else                              next_init_state = INIT_WAIT_200us;
      INIT_INIT_PRE:                      next_init_state = INIT_WAIT_PRE;
      INIT_WAIT_PRE:
        if (!trcd_cntr)                   
          if (init_pre_cntr == 4'd8)      next_init_state = INIT_MODE_REG;
          else                            next_init_state = INIT_INIT_PRE;
        else                              next_init_state = INIT_WAIT_PRE;
      INIT_MODE_REG:                      next_init_state = INIT_WAIT_MODE_REG;
      INIT_WAIT_MODE_REG:
        if (!trcd_cntr)          next_init_state = INIT_DONE_ST;
        else                              next_init_state = INIT_WAIT_MODE_REG;
      INIT_DONE_ST:                       next_init_state = INIT_IDLE;
      default:                            next_init_state = INIT_IDLE;
    endcase
  end
  always@ (*) begin
    case (current_state)
      IDLE_ST:
        if (!init_done)               next_state = IDLE_ST;
        else if (do_refresh)          next_state = REFRESH_ST;
        else if (stb_i_r)             next_state = ACT_ST;
        else                          next_state = IDLE_ST;
      REFRESH_ST:                     next_state = REFRESH_WAIT_ST;
      REFRESH_WAIT_ST:
        if (!trc_cntr)                next_state = IDLE_ST;
        else                          next_state = REFRESH_WAIT_ST;
      ACT_ST:                         next_state = WAIT_ACT_ST;
      WAIT_ACT_ST:
        if (!trcd_cntr) 
          if (we_i_r)                 next_state = WRITE0_ST;
          else                        next_state = READ0_ST;
       else                           next_state = WAIT_ACT_ST;
      WRITE0_ST:                      next_state = WRITE1_ST;
      WRITE1_ST:                      next_state = WRITE_PRE_ST;
      WRITE_PRE_ST:                   next_state = PRE_ST;
      READ0_ST:                       next_state = READ1_ST;
      READ1_ST:                       next_state = READ2_ST;
      READ2_ST:                       next_state = READ3_ST;
      READ3_ST:                       next_state = READ4_ST;
      READ4_ST:                       next_state = READ_PRE_ST;
      READ_PRE_ST:                    next_state = PRE_ST;
      PRE_ST:                         next_state = WAIT_PRE_ST;
      WAIT_PRE_ST:
        if (!trc_cntr)                next_state = IDLE_ST;
        else                          next_state = WAIT_PRE_ST;
      default:                        next_state = IDLE_ST;        
    endcase
  end
  always@ (posedge clk_i) begin
    if (current_state == READ_PRE_ST ||
        current_state == WRITE_PRE_ST) begin
      ack_o_r = 1'b1;
    end else if (current_state == WAIT_PRE_ST) begin
      ack_o_r = 1'b0;
    end
  end
  always@ (posedge clk_i) begin
    if (rst_i) begin
      dat_o_r = 32'b0;
      dram_dq_r = 16'b0;
      oe_r = 1'b0;
    end else if (current_state == WRITE0_ST) begin
      dram_dq_r = dat_i_r[31:16];
      oe_r = 1'b1;
    end else if (current_state == WRITE1_ST) begin
      dram_dq_r = dat_i_r[15:0];
      oe_r = 1'b1;
    end else if (current_state == READ4_ST) begin
      dat_o_r[31:16] = dram_dq;
      dram_dq_r = 16'bZ;
      oe_r = 1'b0;
    end else if (current_state == READ_PRE_ST) begin
      dat_o_r[15:0] = dram_dq;
      dram_dq_r = 16'bZ;
      oe_r = 1'b0;
    end else begin
      dram_dq_r = 16'bZ;
      oe_r = 1'b0;
    end
  end
  always@ (posedge clk_i) begin
    if (current_init_state == INIT_MODE_REG) begin
      dram_addr_r = MODE_REGISTER;
    end else if (current_init_state == INIT_INIT_PRE) begin
      dram_addr_r = 12'b10000000000;   
    end else if (current_state == ACT_ST) begin
      dram_addr_r = address_r[19:8];
      dram_bank_r = address_r[21:20];
    end else if (current_state == WRITE0_ST || current_state == READ0_ST) begin
      dram_addr_r = {4'b0100,address_r[7:0]};
      dram_bank_r = address_r[21:20];
    end else begin
      dram_addr_r = 12'b0;
      dram_bank_r = 2'b0;
    end
  end
  always@ (posedge clk_i) begin
    dram_ras_n_r <= (current_init_state == INIT_INIT_PRE ||
                     current_init_state == INIT_MODE_REG ||
                     current_state == REFRESH_ST ||
                     current_state == ACT_ST) ? 1'b0 : 1'b1;
    dram_cas_n_r <= (current_state == READ0_ST ||
                     current_state == WRITE0_ST ||
                     current_state == REFRESH_ST ||
                     current_init_state == INIT_MODE_REG) ? 1'b0 : 1'b1;
    dram_we_n_r <= (current_init_state == INIT_INIT_PRE ||
                    current_state == WRITE0_ST ||
                    current_init_state == INIT_MODE_REG
                    ) ? 1'b0 : 1'b1;
  end
endmodule
==> reports/metrics.cfg <==
[run_status]
outcome = aborted with a tool error
lastStage = clock tree synthesis (4_1_cts)
first-error = [error] [KeplerFormal.cpp:679] Workflow failed: Iso has multiple drivers: .dram_dq0, dram_dq[0]$_SDFF_PP0_.Q0

[synthesis]
synth_area_mm2 = 0.00685
edf_count = 59
yosysChipArea_mm2 = 0.00685
syn-instance-count = 674
yosysCellCount = 674
postSynth.asyncResetShare = 0
synth-main-ff-cell = dfxtp_1
ys.flops = 183
syn_avg_cell_area_um2 = 10.2
synthDistinctLibCells = 48
postSynthSeqShare = 0.621
ys_warn_count = 5

[floorplanning]
rows = 54
die_w_um = 153
die_y_um = 153
fp-utilization = 0.310
io_pins = 132

[clock_tree]
cts_setup_buffers = 0
clock-root-buffer = clkbuf_16
numClockSinks = 183
numCtsBuffers = 17
htree_levels = 4
holdBufCountCts = 0
cts_resized = 0
cts_buffer_depth = 2

[placed_design]
dp_hpwl_um = 10100
io_buffers = 110
gp_congestion = 0.775

Yosys cell counts, drive strengths merged (2+ instances only):
| cell | count | area, µm² |
|---|---|---|
| a221oi | 3 | 26.3 |
| and3 | 4 | 25.0 |
| or4 | 4 | 33.8 |
| o21bai | 2 | 15.0 |
| nand3 | 11 | 55.1 |
| nor4 | 8 | 50.1 |
| nor3 | 16 | 80.1 |
| or2 | 2 | 12.5 |
| nand3b | 4 | 30.0 |
| xor2 | 16 | 140 |
| o21ai | 20 | 100 |
| buf | 4 | 30.0 |
| ha | 8 | 100 |
| inv | 14 | 52.6 |
| nor3b | 2 | 15.0 |
| a22oi | 3 | 22.5 |
| nor4b | 2 | 17.5 |
| a21oi | 82 | 410 |
| dfxtp | 124 | 2480 |
| xnor2 | 14 | 123 |
| nor2 | 48 | 180 |
| a31oi | 6 | 37.5 |
| a22o | 6 | 52.6 |
| nand4 | 5 | 31.3 |
| nor2b | 5 | 31.3 |
| clkbuf | 36 | 135 |
| and4 | 2 | 17.5 |
| nand2 | 116 | 435 |
| nand2b | 9 | 56.3 |
| and2 | 4 | 25.0 |
| conb | 2 | 7.51 |
| or3 | 15 | 97.6 |
| a211oi | 3 | 22.5 |
| edfxtp | 59 | 1770 |
| nand4b | 2 | 17.5 |
| o211ai | 3 | 22.5 |
per-stage QoR:
step | cell area, µm² | hold slack, ps | setup WS [ps] | std cells | utilization
floorplan | 6860 | 408 | 6130 | 676 | -
detailed placement | 8190 | 424 | 6140 | 1031 | 0.371
global placement | 8190 | 418 | 6120 | 1031 | 0.371
kinds of logic after synthesis:
family	after synthesis	share of synthesized area
fa+ha+maj	8	0.0146
mux	1	0.00146
buf+inv	54	0.0318
compound gates	132	0.108
flops	183	0.621
xor+xnor	30	0.0384
simple gates	264	0.184
other cells	2	0.00110
